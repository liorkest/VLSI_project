--- design/flow/constraint.sdc ---
current_design memory_reader_wiener

set clk_period 15.7
set clk_io_pct 0.2

create_clock -name clk0 -period $clk_period [get_ports {clk}]

set non_clock_inputs [all_inputs -no_clocks]
set_input_delay [expr $clk_period * $clk_io_pct] -clock clk0 $non_clock_inputs
set_output_delay [expr $clk_period * $clk_io_pct] -clock clk0 [all_outputs]
--- design/flow/run.sh ---
#!/bin/bash
# OpenROAD 26Q1-2900-gdf79404cd8, Yosys 0.63+post, stock flow scripts
make -C /OpenROAD-flow-scripts/flow DESIGN_CONFIG=/design/flow/config.mk WORK_HOME=/design/flow/orfs finish
--- design/flow/design.v ---
module memory_reader_wiener #(
	parameter ADDR_WIDTH = 32,
	parameter DATA_WIDTH = 32,
	parameter BLOCK_SIZE = 8
) (
	input  logic                       clk,          
	input  logic                       rst_n,        
	input  logic [15:0]                frame_height,  
	input  logic [15:0]                frame_width,  
	input  logic 					   estimated_noise_ready,
	input  logic                   	   rvalid,  
	input  logic                       rlast,  
	input  logic [ADDR_WIDTH-1:0] 	   base_addr_in,
	input  logic [31:0]            	   wiener_calc_data_count,
	output  logic                    start_read,
	output  logic [ADDR_WIDTH-1:0]   read_addr,
	output  logic [31:0]             read_len,
	output  logic [2:0]              read_size,
	output  logic [1:0]              read_burst,
	output  logic                    wiener_block_stats_en,
	output  logic                    wiener_calc_en,
	output  logic                    start_of_frame,
	output  logic                    start_data,
	output  logic					 end_of_frame,  
	output  logic                    start_write
);
logic [15:0] row_counter;
logic [15:0] col_counter;
logic [3:0] pixel_x;
logic [3:0] pixel_y;
logic [ADDR_WIDTH-1:0] curr_base_addr;
logic start_read_flag;
logic [ADDR_WIDTH-1:0] addr_holder;
logic [1:0] frame_ready_block_count;
logic [7:0] start_write_counter;
typedef enum logic [1:0] {
	IDLE,
	READ_HANDSHAKE,
	READ,
	FRAME_READY
} state_t;
state_t state, next_state;
always_ff @(posedge clk or negedge rst_n) begin
	if (!rst_n) begin
		state <= IDLE;
		start_read <= 1'd0;
		start_read_flag <= 1'd0;
		wiener_block_stats_en <= 1'd0;
		wiener_calc_en <= 1'd0;
		read_addr <= 0;
		addr_holder <= 0;
		row_counter <= 16'd0;
		col_counter <= 16'd0;
		pixel_x <= 4'd0;
		pixel_y <= 4'd0;
		start_of_frame <= 1'd0;
		end_of_frame <= 1'd0;
		start_data <= 1'd0;
		frame_ready_block_count <= 2'd0;
		curr_base_addr <= 0;
	end else begin
		state <= next_state;
		if (state == IDLE) begin
			wiener_block_stats_en <= 1'd0;
			wiener_calc_en <= wiener_block_stats_en;
			read_addr <= 0;
			row_counter <= 16'd0;
			col_counter <= 16'd0;
			pixel_x <= 4'd0;
			pixel_y <= 4'd0;
			start_of_frame <= 1'd0;
			end_of_frame <= 1'd0;
			start_data <= 1'd0;
			frame_ready_block_count <= 2'd0;
			if (next_state == READ_HANDSHAKE) begin
				curr_base_addr <= base_addr_in;
				read_addr <= base_addr_in;
				if (!start_read_flag) begin
					start_read <= 1'd1;
				end
			end
		end else if (state == READ_HANDSHAKE) begin
			start_of_frame <= 1'd0;
			start_data <= 1'd0;
			if (start_read) begin
				start_read_flag <= 1'd1;
				start_read <= 1'd0;
			end	
			wiener_block_stats_en <= 1'd0;
			wiener_calc_en <= wiener_block_stats_en;
			if (next_state == READ) begin
				if (pixel_x == 0 && pixel_y == 0) begin
					start_data <= 1'd1;
					wiener_block_stats_en <= 1'd1;
					wiener_calc_en <= wiener_block_stats_en;
					if (row_counter == 0 && col_counter == 0) begin
						start_of_frame <= 1'd1;
					end
				end
			end	
		end else if (state == READ) begin
			start_of_frame <= 1'd0;
			start_data <= 1'd0;
			start_read_flag <= 1'd0;
			wiener_block_stats_en <= 1'd1;
			wiener_calc_en <= wiener_block_stats_en;
			if (row_counter < (frame_height >> $clog2(BLOCK_SIZE))) begin
				if (col_counter < (frame_width >> $clog2(BLOCK_SIZE))) begin
					if (pixel_y < BLOCK_SIZE - 1) begin
						if (pixel_x < BLOCK_SIZE - 1) begin
							pixel_x <= pixel_x + 4'd1;
						end else begin
							pixel_x <= 4'd0;
							pixel_y <= pixel_y + 4'd1;
						end
					end else if (pixel_x == BLOCK_SIZE - 1) begin
							pixel_x <= 4'd0;
							pixel_y <= 4'd0;
							col_counter <= col_counter + 16'd1;
					end else begin
						pixel_x <= pixel_x + 4'd1;		
					end
					if (col_counter == (frame_width >> $clog2(BLOCK_SIZE)) - 1 && pixel_y == BLOCK_SIZE -1 && pixel_x == BLOCK_SIZE - 1) begin
						col_counter <= 16'd0;
						row_counter <= row_counter + 16'd1;
					end
				end 
				if (row_counter == (frame_height >> $clog2(BLOCK_SIZE)) - 1 && col_counter == (frame_width >> $clog2(BLOCK_SIZE)) - 1 
						&& pixel_y == BLOCK_SIZE -1 && pixel_x == BLOCK_SIZE - 1) begin
					col_counter <= 16'd0;
					row_counter <= 16'd0;
				end
			end
			if (pixel_x == BLOCK_SIZE - 2) begin
				if (pixel_y < BLOCK_SIZE - 1) begin
					addr_holder <= curr_base_addr + col_counter * BLOCK_SIZE + frame_width * row_counter * BLOCK_SIZE + frame_width * (pixel_y+4'd1);
				end else if (col_counter < (frame_width << $clog2(BLOCK_SIZE)) - 1) begin
					addr_holder <= curr_base_addr + (col_counter+1) * BLOCK_SIZE + frame_width * row_counter * BLOCK_SIZE;
				end else begin
					addr_holder <= curr_base_addr + frame_width * (row_counter+16'd1) * BLOCK_SIZE;
				end
			end
			if (next_state == READ_HANDSHAKE) begin
				if (!start_read_flag) begin
					start_read <= 1'd1;
				end 
				read_addr <= addr_holder;
			end else if (next_state == FRAME_READY) begin
				end_of_frame <= 1'd1;
			end
		end else if (state == FRAME_READY) begin
			start_of_frame <= 1'd0;
			start_data <= 1'd0;
			if (wiener_calc_data_count == BLOCK_SIZE*BLOCK_SIZE) begin
				frame_ready_block_count <=  frame_ready_block_count + 2'd1;
			end
			if (next_state == IDLE) begin
				wiener_block_stats_en <= 1'd0;
				wiener_calc_en <= wiener_block_stats_en;
			end
			end_of_frame <= 1'd0;
		end
	end
end
always_comb begin
	next_state = state;
	read_len = BLOCK_SIZE;
	read_size = 3'd2;
	read_burst = 2'd1;
	case (state)
		IDLE: begin
			read_len = 0;
			read_burst = 2'd0;
			if (estimated_noise_ready) begin
				next_state = READ_HANDSHAKE;
			end
		end
		READ_HANDSHAKE: begin
			if (rvalid) begin
				next_state = READ;
			end
		end
		READ: begin
			if (rlast && (pixel_x == BLOCK_SIZE-1) && (pixel_y == BLOCK_SIZE-1) && (row_counter == (frame_height >> $clog2(BLOCK_SIZE))-1) 
					&& (col_counter == (frame_width >> $clog2(BLOCK_SIZE))-1)) begin
				next_state = FRAME_READY;
			end else if (rlast) begin
				next_state = READ_HANDSHAKE;
			end
		end
		FRAME_READY: begin
			if (frame_ready_block_count == 3) begin
				next_state = IDLE;
			end
		end
		default: next_state = IDLE;
	endcase
end
always_ff @(posedge clk or negedge rst_n) begin
	if (!rst_n) begin
		start_write <= 1'd0;
		start_write_counter <= 8'd0;
	end else if (wiener_calc_data_count == 0 || wiener_calc_data_count == BLOCK_SIZE || wiener_calc_data_count == 2*BLOCK_SIZE || wiener_calc_data_count == 3*BLOCK_SIZE || 
			wiener_calc_data_count == 4*BLOCK_SIZE || wiener_calc_data_count == 5*BLOCK_SIZE || wiener_calc_data_count == 6*BLOCK_SIZE || wiener_calc_data_count == 7*BLOCK_SIZE ||
			wiener_calc_data_count == 8*BLOCK_SIZE) begin
		if (start_write_counter == 0) begin
			start_write <= 1'd1;
			start_write_counter <= start_write_counter + 8'd1;
		end else begin
			start_write <= 1'd0;
			start_write_counter <= start_write_counter + 8'd1;
		end	
	end else begin
		start_write <= 1'd0;
		start_write_counter <= 8'd0;
	end
end
endmodule
--- design/flow/config.mk ---
export PLATFORM = sky130hd
export DESIGN_NAME = memory_reader_wiener
export DESIGN_NICKNAME = memory_reader_wiener
export VERILOG_FILES = /design/flow/design.v
export SDC_FILE = /design/flow/constraint.sdc
export NUM_CORES = 4
export LEC_CHECK = 1
export CORE_UTILIZATION = 50
==> results.txt <==
impl run done, here's what came out: DR WL/cell 19.6 um, die width 262 um, placed cells 4872, Via Count 26700, CTS tree done, depth of the CTS H-tree 4, Syn Std Cell Area 33800 um^2, worst-skew pair later-pin latency 0.49 ns, FF-to-FF path depth 37, GRT Max-Usage Layer met1, filler cell count 6228, FF-to-FF setup slack 4.67 ns, Starting Density 51.0%, Vias/cell 5.44, Yosys Instances 3974, RSZ-0062 raised after global routing false, Yosys top cell area share 30.6%, die y size 262 um, DRC viols 0, Post-synth EDFFs 0, CP Launch Type primary input, Power, Total 4.71 mW, relative slew slack 29.8%, measured slew at the worst slew-check pin 1.03 ns, detailed placement HPWL 76.3 mm, met3 GRT Util 14.1%, Post-synth area hogs fa_1 31%, ha_1 12%, dfrtp_1 12%, inv_1 7.9%, nand2_1 6.1%, First-pass DRT Iterations 5, CP Capture Point addr_holder[30]$_DFFE_PN0P_, Setup Buffers After CTS 0, 1st-iter DRT viols 1459, share of layout cells above drive strength 1 3.69%, post-synth top area cell fa_1, CTS buffer count 17, GRT Total Usage 31.6%, Port Buf Inserts 138, largest net degree at the start of global routing 61, crit path DAT 14.30 ns, worst hold path startpoint addr_holder[6]$_DFFE_PN0P_, first-pass GRT wire length 156 mm, Top cell excl fill/tap inv_1, Synth Register Bits 158, syn avg cell area 8.51 um^2, total grt overflow 0, Fmax 71.8 MHz, status finished, final reports clean, YS chip area 33800 um^2, Max-Cap Viols 0, peak supply drop 167 uV, most numerous logic cells after layout 711 x inv_1, 548 x nand2_1, 517 x fa_1, area grow syn2layout 8.27%, Final Max Slew Viols 0, Post-Syn Instances 3974, critical path capture point type flip-flop, max incr delay on CP 0.90 ns, initial antenna violation count 1, ANT nets after route 0, Final Hold Fails 0, Pwr Density 129 nW/um^2, most frequent CP cell fa_1, Synth Flop Type dfrtp_1, number of cell rows 94, vias in the first global route 28000, Seq share, synth 11.7%, GPL Wtd Cong 0.942, # IOs 177, Hold Path Class reg2reg, clk_skew 0.0158 ns, Leak 17.8 nW, Clock Sinks 158, Netlist cell types 99, Worst path slowest cell clkdlybuf4s50_1, clock tree buffer depth 2, OpenROAD warning count 42, WS Path Type in2reg, chip area 68700 um^2, grt met2 use 46.0%, min cycle time layout 13.92 ns, reg2reg end addr_holder[30]$_DFFE_PN0P_, M1 GR Usage 46.2%, CP Max Fanout 11, antenna diode count 0, Post-CTS Resized 0, Worst Setup SP frame_width[7], core area 66300 um^2, Total Wirelength 96.0 mm, Async S/R FF share, synth 100%, hold buffer count at cts 0, synth warn 1, total negative slack 0 ns, CTS clock-pin slew for the worst setup and hold paths 0.08 ns, worst r2r src row_counter[4]$_DFFE_PN0P_, Req. time, crit path 16.07 ns, cycle use final 88.7%, Final setup viols 0, Root Buffer clkbuf_16, fin cells 4904
layer usage:
metal | share of wire (%) | vias up
li1 | - | 12700
met1 | 43 | 13000
met2 | 44 | 942
met3 | 11 | 110
met4 | 1.9 | 2
met5 | 0.11 | -
Yosys cell counts (18+ instances only):
cell type  instances
nand2_1          548
nor4_1            22
nor3_1            44
a21o_1            42
o21ai_1           63
inv_1            711
mux2i_1           53
a21oi_1          138
a31oi_1           27
xor2_1            53
and2_1           163
xnor2_1          153
clkbuf_1         134
nor2b_1           18
nand3_1           57
nor2_1           215
dfrtp_1          157
and3_1            29
ha_1             332
buf_4             40
o21a_1            30
nand2b_1          27
fa_1             517
o21ai_0          120
per-stage QoR:
stage / util (%) / hold WS [ns] / area [um^2] / setup slack (ns)
floorplan: - / 0.448 / 33900 / 3.02
global placement: 54.3 / 0.465 / 36000 / 1.41
detailed placement: 54.3 / 0.465 / 36000 / 1.45
CTS: 55.2 / 0.488 / 36600 / 1.89
global route: 55.2 / 0.502 / 36600 / 1.30
finish: 55.2 / 0.485 / 36600 / 1.78
worst min path at each step:
stage                                  to  slack (ns)  depth (start not counted)
CTS            addr_holder[6]$_DFFE_PN0P_        0.49                          2
global route  addr_holder[25]$_DFFE_PN0P_        0.50                          1
finish         addr_holder[6]$_DFFE_PN0P_        0.48                          2
flip-flops by register name, indices dropped and copies added, names as in the netlist, 2 cells and up:
register and cells:
addr_holder 32, curr_base_addr 32, read_addr 32, col_counter 16, row_counter 16, start_write_counter 8
pixel_x 4, pixel_y 4, state 4, frame_ready_block_count 2
worst max-delay path: cells and delay by family:
kind,cells,cell delay [ns]
AND/OR/NAND/NOR,4,1.35
adder cells (fa/ha/maj),11,4.58
XOR/XNOR,1,0.33
buffers and inverters,9,1.90
AND-OR/OR-AND,13,3.02
final cells by class:
cell class / instances / area, um^2 / area share (%)
clock inverter: 15 / 199 / 0.543
timing repair buffer: 207 / 1900 / 5.18
sequential: 158 / 3960 / 10.8
tap: 864 / 1080 / 2.95
multi-input combinational: 2925 / 26400 / 72.0
inverter: 718 / 2700 / 7.36
clock buffer: 17 / 425 / 1.16
kinds of logic (layout without fill, tap and decap cells):
kind of cell | count (synthesis) | in the layout | synth area share, %
flops | 158 | 158 | 11.7
simple gates | 1193 | 1193 | 16.4
buf+inv | 924 | 957 | 10.8
mux | 57 | 57 | 1.70
other cells | 2 | 35 | 0.0222
compound gates | 581 | 581 | 10.9
xor+xnor | 210 | 210 | 5.58
fa+ha+maj | 849 | 849 | 42.9
report_power, final:
group          total [mW]  switching, mW  internal, mW
clock               0.452          0.232         0.220
sequential          0.510         0.0468         0.463
combinational        3.75           2.13          1.62
No activity file was given, so power comes from the tool's default toggle rates.
