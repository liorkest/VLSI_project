### flow/run.sh
#!/bin/bash
# OpenROAD 26Q1-2900-gdf79404cd8, Yosys 0.63+post, stock flow scripts
make -C /OpenROAD-flow-scripts/flow DESIGN_CONFIG=/design/flow/config.mk WORK_HOME=/design/flow/orfs finish
### flow/config.mk
export PLATFORM = sky130hd
export DESIGN_NAME = memory_writer
export DESIGN_NICKNAME = memory_writer
export VERILOG_FILES = /design/flow/design.v
export SDC_FILE = /design/flow/constraint.sdc
export NUM_CORES = 4
export LEC_CHECK = 1
export CORE_UTILIZATION = 30
### flow/constraint.sdc
current_design memory_writer

set clk_period 13.0
set clk_io_pct 0.2

create_clock -name clk0 -period $clk_period [get_ports {clk}]

set non_clock_inputs [all_inputs -no_clocks]
set_input_delay [expr $clk_period * $clk_io_pct] -clock clk0 $non_clock_inputs
set_output_delay [expr $clk_period * $clk_io_pct] -clock clk0 [all_outputs]
### flow/design.v
module AXI_stream_slave #(
	parameter DATA_WIDTH = 32  
	)(
	input  logic                       clk,          
	input  logic                       rst_n,        
	input  logic [DATA_WIDTH-1:0]      s_axis_tdata,  
	input  logic                       s_axis_tvalid, 
	output logic                      s_axis_tready, 
	input  logic                       s_axis_tuser  
	);
	logic [DATA_WIDTH-1:0] data_reg;
	logic                  valid_reg;
	typedef enum logic [1:0] {
		IDLE,
		RECEIVE
	} state_t;
	state_t state, next_state;
	always_ff @(posedge clk or negedge rst_n) begin
		if (!rst_n)
			state <= IDLE;
		else
			state <= next_state;
	end
	always_comb begin
		next_state = state;
		s_axis_tready = 1'b0;
		case (state)
			IDLE: begin
				if (s_axis_tvalid) begin
					next_state = RECEIVE;
					s_axis_tready = 1'b1;
				end
			end
			RECEIVE: begin
				s_axis_tready = 1'b1;
				if (!s_axis_tvalid) begin
					next_state = IDLE;
				end
			end
			default: next_state = IDLE;
		endcase
	end
	always_ff @(posedge clk or negedge rst_n) begin
		if (!rst_n) begin
			data_reg <= 32'b0;
			valid_reg <= 1'b0;
		end else begin
			if (state == RECEIVE && s_axis_tvalid) begin
				data_reg <= s_axis_tdata;
				valid_reg <= s_axis_tvalid;
			end
		end
	end
endmodule
module memory_writer #(
	parameter ADDR_WIDTH = 32,
	parameter DATA_WIDTH = 32
) (
	input  logic                       clk,          
	input  logic                       rst_n,        
	input  logic [31:0]                pixels_per_frame,  
	input  logic [15:0]                frame_height,  
	input  logic [DATA_WIDTH-1:0]      s_axis_tdata,  
	input  logic                       s_axis_tvalid, 
	input  logic                       s_axis_tlast,  
	input  logic                       s_axis_tuser,  
	output logic   					   s_axis_tready,
	output  logic                    start_write,
	output  logic [ADDR_WIDTH-1:0]   write_addr,
	output  logic [31:0]             write_len,
	output  logic [2:0]              write_size,
	output  logic [1:0]              write_burst,
	output  logic [DATA_WIDTH-1:0]   write_data,
	output  logic [DATA_WIDTH/8-1:0] write_strb,
	output  logic frame_ready,
	output  logic [ADDR_WIDTH-1:0] base_addr_out
);
logic [31:0] base_addr ;
logic [1:0] frame_count;  
logic [31:0] line_count;
logic [15:0] pixels_in_line_count;
assign base_addr = pixels_per_frame * frame_count; 
logic s_axis_tready_logic;
logic tdata_shift_en; 
assign s_axis_tready = s_axis_tready_logic;
AXI_stream_slave #(
	.DATA_WIDTH(DATA_WIDTH)
) AXI_stream_slave (
	.clk(clk),
	.rst_n(rst_n),
	.s_axis_tdata(s_axis_tdata),
	.s_axis_tvalid(s_axis_tvalid),
	.s_axis_tready(s_axis_tready_logic),
	.s_axis_tuser(s_axis_tuser)
);
shift_register#(
	.DATA_WIDTH(32),
	.DEPTH(3)
) tdata_shift_reg (
	.clk(clk),
	.rst_n(rst_n),
	.serial_in(s_axis_tdata),
	.shift_en(tdata_shift_en),
	.serial_out(write_data)
);
typedef enum logic [1:0] {
	IDLE,
	RECEIVE,
	FRAME_READY
} state_t;
state_t state, next_state;
always_ff @(posedge clk or negedge rst_n) begin
	if (!rst_n) begin
		state <= IDLE;
		line_count <= 0;
		frame_count <= 0;
		pixels_in_line_count <= 0;
		frame_ready <= 0;
		write_addr <= 0;
		base_addr_out <= 0;
	end else begin
		state <= next_state;
		if (state == IDLE) begin
			frame_ready <= 0;
			base_addr_out <= base_addr;
			write_addr <= base_addr;
			if(next_state == RECEIVE) begin  
				pixels_in_line_count <= pixels_in_line_count + 1;
			end
		end else if (state == RECEIVE) begin
			pixels_in_line_count <= pixels_in_line_count + 1;
			if (s_axis_tlast && line_count < frame_height) begin
				line_count <= line_count + 1;
			end 
			if (s_axis_tlast) begin
				pixels_in_line_count <= 0;
			end
		end else if (state == FRAME_READY) begin
			frame_ready <= 1;
			line_count <= 0;
			pixels_in_line_count <= 0;  
			frame_count <= frame_count + 1;
			if (line_count == frame_height && frame_count == 2) begin
				frame_count <= 0;
			end
		end
	end
end
always_comb begin
	next_state = state;  
	start_write = 0;
	write_strb = 4'b1111;
	write_burst = 1;
	write_size = 2;
	write_len = pixels_per_frame;
	tdata_shift_en = 0; 
	case (state)
		IDLE: begin
			write_len = 0;  
			write_burst = 0;  
			if (s_axis_tready_logic) begin
				next_state = RECEIVE;
				start_write = 1;
				tdata_shift_en = 1; 
			end
		end
		RECEIVE: begin
			tdata_shift_en = 1; 
			if (!s_axis_tvalid && line_count == frame_height) begin
				next_state = FRAME_READY;
			end
		end
		FRAME_READY: begin
			next_state = IDLE;
			tdata_shift_en = 1; 
		end
		default: next_state = IDLE;
	endcase
end
endmodule
module shift_register #(
	parameter DATA_WIDTH = 8,         
	parameter DEPTH = 64             
)(
	input  logic                   clk,       
	input  logic                   rst_n,     
	input  logic [DATA_WIDTH-1:0]  serial_in,  
	input  logic                   shift_en,   
	output logic [DATA_WIDTH-1:0]  serial_out  
);
	logic [DATA_WIDTH-1:0] shift_reg [0:DEPTH-1];
	int i;
	always_ff @(posedge clk or negedge rst_n) begin
		if (!rst_n) begin
			for (int i = 0; i < DEPTH; i++) begin
				shift_reg[i] <= '0;
			end
		end else if (shift_en) begin
			for (i = DEPTH-1; i > 0; i--) begin
				shift_reg[i] <= shift_reg[i-1];
			end
			shift_reg[0] <= serial_in;  
		end
	end
	assign serial_out = shift_reg[DEPTH-1];
endmodule
==> reports/metrics.csv <==
stage,metric,value,unit
floorplanning,placeable core region,31500,um^2
sta,FMAX,151,MHz
placed_design,Port-buffer cells,215,
synth,number of standard cells after synthesis,911,
drt,top layer reached by signal wires,met4,
sta,Hold Worst Slack,0.486,ns
global_route,via count of the first global-routing pass,6919,
drt,drt initial violations,332,
setup_path,required arrival time at the worst endpoint,10.40,ns
clock_network,Post-CTS Hold Fix Bufs,0,
drt,routed wirelength normalized by instance count,14.9,um
sta,"Setup violations, final",0,
setup_path,kind of capture point of the worst setup path,output port,
power_and_ir_drop,leakage power figure,5.82,nW
drt,Total Routed Length,22.3,mm
floorplanning,horizontal die dimension,181,um
synth,count of library flops with an enable pin,0,
worst_hold_path,worst min-delay path category,register to register,
placed_design,RD Place Congestion,0.894,
clock_network,CTS H-tree depth,4,
drt,routed vias/inst,4.82,
setup_path,maximum fanout count along the critical path,3,
global_route,first-pass GRT wire length,36.4,mm
clock_network,total CTS buffers,17,
synth,top_reg_cell synth,sky130_fd_sc_hd__dfrtp_1,
cells_and_area,Top cells excl fill/tap,"sky130_fd_sc_hd__clkdlybuf4s50_1 (214), sky130_fd_sc_hd__dfrtp_1 (166), sky130_fd_sc_hd__mux2_2 (112)",
floorplanning,I/O pin cnt,225,
synth,mean cell area of the mapped netlist,10.5,um^2
drt,met3 wire length,1.71,mm
cells_and_area,layout overhead on the synthesized area,30.5,%
run_status,result of the run,"complete, no violations",
drt,drc violations,0,
synth,Synth flops,168,
drt,met2 routed WL,10.1,mm
clock_network,clock tree from TritonCTS,done,
placed_design,HPWL reported at the end of detailed placement,16.3,mm
sta,Hold Fails Final Rpt,0,
clock_network,number of buffers on the longest clock path,2,
sta,final critical-path share of the clock period,0.511,
run,maxcap violations,0,
run,tool warnings,26,
power_and_ir_drop,areal power density over the cells,95.4,nW/um^2
drt,length of routed wiring on met1,10.3,mm
clock_network,total number of clock tree sinks,168,
cells_and_area,number of flip-flops under the largest register name,96,
sta,worst clock skew,0.00867,ns
setup_path,startpoint class of the critical path,input pin,
clock_network,Resized cells post-CTS,0,
power_and_ir_drop,maximum resistive drop on vdd,0.0809,mV
drt,total number of vias,7207,
global_route,GRT Residual Overflow,0,
cells_and_area,layout cell share with drive strength beyond 1,0.161,
setup_path,Setup Crit Path Kind,input pin to output port,
setup_path,data arrival time of the worst path,4.04,ns
placed_design,placed standard-cell area,11900,um^2
clock_network,Clock Latency Late Sink,0.43,ns
floorplanning,core utilization before placement,0.304,
clock_network,root cell of the clock tree,sky130_fd_sc_hd__clkbuf_16,
synth,asr flop ratio synth,1.00,
sta,measured slew at the worst slew-check pin,0.759,ns
synth,cell count in the Yosys report,911,
clock_network,post-CTS repair timing setup buffer count,0,
drt,first drt pass iteration count,4,
power_and_ir_drop,overall power,0.00119,W
synth,Post-Synthesis Cell Area,9570,um^2
sta,relative slew slack,0.494,
sta,count of pins over their slew limit,0,
synth,number of warnings reported in the yosys synthesis log,4,
floorplanning,die extent in y,181,um
synth,count of cell types in the netlist,63,
global_route,largest net degree at the start of global routing,64,
sta,unrepaired setup endpoints after global routing,no,
global_route,antenna violations before repair,0,
sta,minimum period implied by the final worst setup slack,6.64,ns
sta,setup TNS,0,ns
clock_network,clock slew at the register clock pins of the worst setup and hold paths,0.06,ns
drt,n_diodes,0,
floorplanning,row count,65,
floorplanning,area enclosed by the die boundary,32600,um^2
synth,YS chip area,9570,um^2
global_route,GRT Util Overall,0.142,
cells_and_area,final design instance area without fill,12500,um^2
synth,sequential share of the synthesized area,0.440,
drt,number of nets with antenna violations after routing,0,
cells_and_area,"most common cell after layout, fill and taps aside",sky130_fd_sc_hd__clkdlybuf4s50_1,
-- area by class of cell --
class / instances / area (um^2)
fillers: 3058 / 19000
clock buffers: 18 / 429
well taps: 402 / 503
multi-input cells: 636 / 4810
clock inverters: 14 / 181
inverters: 29 / 109
repair buffers: 228 / 2250
flip-flops and latches: 168 / 4210
-- critical path: stages --
cell                              delay [ns]
sky130_fd_sc_hd__clkdlybuf4s50_1        0.50
sky130_fd_sc_hd__a21oi_1                0.11
sky130_fd_sc_hd__nor2_1                 0.27
sky130_fd_sc_hd__clkdlybuf4s50_1        0.56
-- logic make-up (layout without fill, tap and decap cells) --
| group | after synthesis | in the layout | share of synthesized area |
|---|---|---|---|
| AND/OR/NAND/NOR | 282 | 282 | 0.163 |
| flip-flops | 168 | 168 | 0.440 |
| AND-OR/OR-AND | 164 | 164 | 0.119 |
| multiplexers | 117 | 117 | 0.137 |
| buffers and inverters | 113 | 289 | 0.0611 |
| adder cells (fa/ha/maj) | 48 | 48 | 0.0635 |
| XOR/XNOR | 17 | 17 | 0.0156 |
| other | 2 | 8 | 0.000785 |
-- cells in the mapped netlist, drive strengths merged (8+ instances only) --
cell type    n  area [um^2]
dfrtp      166         4150
mux2       112         1260
and2        80          500
buf         51          352
nand2       51          191
ha          47          588
a21oi       39          203
nor2b       35          219
clkbuf      33          124
inv         29          109
a21o        25          190
nor2        25         93.8
o21ai       23          115
nand4       22          138
nand3       16         80.1
nor3        13         75.1
nand2b      11         68.8
and3        10         62.6
o311ai      10         87.6
xnor2       10         87.6
o21bai       9         67.6
a211oi       8         65.1
o21a         8         60.1
o41ai        8         70.1
-- final timing paths --
kind                                start                               end  slack, ns  depth (start not counted)
max reg2reg                frame_count[1]                 base_addr_out[21]       9.63                         10
max in group asynchronous           rst_n  tdata_shift_reg.shift_reg[2][18]       9.07                          3
min                        line_count[31]                    line_count[31]       0.49                          1
min in group asynchronous           rst_n                  base_addr_out[6]       2.14                          1
min reg2reg                line_count[31]                    line_count[31]       0.49                          1
max                         s_axis_tvalid                       start_write       6.36                          4
-- metal layers --
metal	up-vias	track usage
met1	3469	0.204
met4	0	0.0120
li1	3541	-
met2	190	0.222
met3	7	0.0453
met5	-	0
-- metrics by stage --
step / worst slack (ns) / utilization / std cells
global placement: 6.34 / 0.377 / 1463
detailed placement: 6.35 / 0.377 / 1463
CTS: 6.33 / 0.397 / 1495
finish: 6.36 / 0.397 / 1495
global route: 6.26 / 0.397 / 1495
floorplan: 7.53 / - / 917
-- power breakdown --
group          internal, W  switching [W]
clock network     0.000277       0.000242
registers         0.000523   0.0000000758
logic            0.0000743      0.0000759
Power and IR drop assume default switching activity.
