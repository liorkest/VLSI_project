## flow/run.sh

```bash
#!/bin/bash
# OpenROAD 26Q1-2900-gdf79404cd8, Yosys 0.63+post, stock flow scripts
make -C /OpenROAD-flow-scripts/flow DESIGN_CONFIG=/design/flow/config.mk WORK_HOME=/design/flow/orfs finish
```

## flow/constraint.sdc

```tcl
current_design memory_writer_output

set clk_period 25.9
set clk_io_pct 0.2

create_clock -name clk0 -period $clk_period [get_ports {clk}]

set non_clock_inputs [all_inputs -no_clocks]
set_input_delay [expr $clk_period * $clk_io_pct] -clock clk0 $non_clock_inputs
set_output_delay [expr $clk_period * $clk_io_pct] -clock clk0 [all_outputs]
```

## flow/design.v

```verilog
module memory_writer_output #(
	parameter ADDR_WIDTH = 32,
	parameter DATA_WIDTH = 32,
	parameter BLOCK_SIZE = 8
) (
	input  logic                       clk,          
	input  logic                       rst_n,        
	input  logic [31:0]                pixels_per_frame,  
	input  logic [15:0]                frame_height,  
	input  logic [15:0]                frame_width,  
	input  logic                       start_write_in,
	input  logic [31:0]				   data_in,
	input  logic                     wvalid, 
	input  logic                     wlast,
	output  logic                    start_write_out,
	output  logic [ADDR_WIDTH-1:0]   write_addr,
	output  logic [31:0]             write_len,
	output  logic [2:0]              write_size,
	output  logic [1:0]              write_burst,
	output  logic [DATA_WIDTH-1:0]   write_data,
	output  logic [DATA_WIDTH/8-1:0] write_strb,
	output  logic frame_ready,
	output  logic [ADDR_WIDTH-1:0] base_addr_out
);
logic [1:0] frame_count;  
logic [31:0] frame_base_addr;
assign frame_base_addr = pixels_per_frame * frame_count; 
logic [15:0] row_counter;
logic [15:0] col_counter;
logic [3:0] pixel_x;
logic [3:0] pixel_y;
logic [ADDR_WIDTH-1:0] curr_base_addr;
logic start_write_flag;
logic [ADDR_WIDTH-1:0] addr_holder;
logic frame_ready_flag;
assign write_data = data_in;
typedef enum logic [1:0] {
	IDLE,
	WRITE_HANDSHAKE,
	WRITE,
	FRAME_READY
} state_t;
state_t state, next_state;
		always_ff @(posedge clk or negedge rst_n) begin
			if (!rst_n) begin
				state <= IDLE;
				frame_count <= 2'd0;
				start_write_out <= 1'd0;
				start_write_flag <= 1'd0;
				base_addr_out <= 0;
				write_addr <= 0;
				addr_holder <= 0;
				row_counter <= 16'd0;
				col_counter <= 16'd0;
				pixel_x <= 4'd0;
				pixel_y <= 4'd0;
				frame_ready <= 1'd0;
				frame_ready_flag <= 1'd0;
				curr_base_addr <= 0;
			end else begin
				state <= next_state;
				if (state == IDLE) begin
					start_write_out <= 1'd0;
					start_write_flag <= 1'd0;
					write_addr <= 0;
					addr_holder <= 0;
					row_counter <= 16'd0;
					col_counter <= 16'd0;
					pixel_x <= 4'd0;
					pixel_y <= 4'd0;
					frame_ready <= 1'd0;
					frame_ready_flag <= 1'd0;
					if (next_state == WRITE_HANDSHAKE) begin
						curr_base_addr <= frame_base_addr;
						write_addr <= frame_base_addr;
						start_write_out <= 1'd1;
						start_write_flag <= 1'd1;
					end
				end else if (state == WRITE_HANDSHAKE) begin
					if (!start_write_flag) begin
						start_write_out <= 1'd1;
						start_write_flag <= 1'd1;
						end else begin
						start_write_out <= 1'd0;
					end		
				end else if (state == WRITE) begin
					start_write_flag <= 1'd0;
					if (row_counter < (frame_height >> $clog2(BLOCK_SIZE))) begin
						if (col_counter < (frame_width >> $clog2(BLOCK_SIZE))) begin
							if (pixel_y < BLOCK_SIZE - 1) begin
								if (pixel_x < BLOCK_SIZE - 1) begin
									pixel_x <= pixel_x + 4'd1;
								end else begin
									pixel_x <= 4'd0;
									pixel_y <= pixel_y + 4'd1;
								end
							end else if (pixel_x == BLOCK_SIZE - 1) begin
									pixel_x <= 4'd0;
									pixel_y <= 4'd0;
									col_counter <= col_counter + 16'd1;
							end else begin
								pixel_x <= pixel_x + 4'd1;		
							end
							if (col_counter == (frame_width >> $clog2(BLOCK_SIZE)) - 1 && pixel_y == BLOCK_SIZE -1 && pixel_x == BLOCK_SIZE - 1) begin
								col_counter <= 16'd0;
								row_counter <= row_counter + 16'd1;
							end
						end 
						if (row_counter == (frame_height >> $clog2(BLOCK_SIZE)) - 1 && col_counter == (frame_width >> $clog2(BLOCK_SIZE)) - 1 
								&& pixel_y == BLOCK_SIZE -1 && pixel_x == BLOCK_SIZE - 1) begin
							col_counter <= 16'd0;
							row_counter <= 16'd0;
						end
					end
					if (pixel_x == BLOCK_SIZE - 2) begin
						if (pixel_y < BLOCK_SIZE - 1) begin
							addr_holder <= curr_base_addr + col_counter * BLOCK_SIZE + frame_width * row_counter * BLOCK_SIZE + frame_width * (pixel_y+4'd1);
						end else if (col_counter < (frame_width >> $clog2(BLOCK_SIZE)) - 1) begin
							addr_holder <= curr_base_addr + (col_counter+1) * BLOCK_SIZE + frame_width * row_counter * BLOCK_SIZE;
						end else begin
							addr_holder <= curr_base_addr + frame_width * (row_counter+16'd1) * BLOCK_SIZE;
						end
					end
					if (next_state == WRITE_HANDSHAKE) begin
						if (!start_write_flag) begin
							start_write_out <= 1'd1;
						end 
						write_addr <= addr_holder;
					end else if (next_state == FRAME_READY) begin
						frame_ready <= 1'b1;
					end
				end else if (state == FRAME_READY) begin
					if (frame_ready_flag) begin
						frame_ready <= 1'd0;
					end else begin
						frame_ready_flag <= 1'd1;
						frame_count <= frame_count + 2'd1;
						if (frame_count == 2) begin
							frame_count <= 2'd0;
						end 
					end
					base_addr_out <= curr_base_addr;
				end
			end
		end
always_comb begin
	next_state = state; 
	write_strb = 4'b1111;
	write_burst = 2'd1;
	write_size = 3'd2;
	write_len = BLOCK_SIZE;
	case (state)
		IDLE: begin
			write_len = 0; 
			write_burst = 2'd0; 
			if (start_write_in) begin
				next_state = WRITE_HANDSHAKE;
			end
		end
		WRITE_HANDSHAKE: begin
			write_len = 0;
			if (wvalid) begin
				next_state = WRITE;
				write_len = BLOCK_SIZE;
			end
		end
		WRITE: begin
			if (wlast && (pixel_x == BLOCK_SIZE-1) && (pixel_y == BLOCK_SIZE-1) && (row_counter == (frame_height >> $clog2(BLOCK_SIZE))-1) 
					&& (col_counter == (frame_width >> $clog2(BLOCK_SIZE))-1)) begin
				next_state = FRAME_READY;
			end else if (wlast) begin
				next_state = WRITE_HANDSHAKE;
			end
		end
		FRAME_READY: begin
			if (frame_ready_flag) begin
				next_state = IDLE;
			end
		end
		default: next_state = IDLE;
	endcase
end
endmodule
```

## flow/config.mk

```make
export PLATFORM = sky130hd
export DESIGN_NAME = memory_writer_output
export DESIGN_NICKNAME = memory_writer_output
export VERILOG_FILES = /design/flow/design.v
export SDC_FILE = /design/flow/constraint.sdc
export NUM_CORES = 4
export LEC_CHECK = 1
export CORE_UTILIZATION = 30
```

==> flow_metrics.py <==
# Flow results
metrics = {
    "global_route": {
        "busiest_layer": "met2",
        "grt-ovfl-total": 0,
        "grt_max_degree": 114,
        "grt_pass1_wl_um": 164000,
        "grt_usage_pct": 18.0,
        "antenna_found_initial": 2,
        "grtUsageMet2_pct": 27.4,
        "first_global_vias": 29004,
        "met3_usage_pct": 6.75,
        "use_met1_pct": 25.3,
    },
    "synth": {
        "syn_inst": 4156,
        "synth.avg_cell_area_um2": 8.65,
        "ys_seq_share_pct": 12.4,
        "edf_count": 0,
        "yosys_warnings": 1,
        "ys_seq_elements": 178,
        "yosys-stat-area_um2": 36000,
        "synthFlopType": "dfrtp_1",
        "synth_area_um2": 36000,
        "ys_async_sr_fraction_pct": 100,
        "ys_cells": 4156,
        "synth.distinct_cells": 91,
    },
    "placement": {
        "place_inst": 5755,
        "pre_cts_slack_ns": 9.89,
        "dp_hpwl_um": 80000,
        "placedInstanceArea_um2": 38800,
        "gp_congestion": 0.941,
        "port_buffers": 133,
    },
    "setup_path": {
        "path_class": "input port to register",
        "rrSetupSlack_ns": 15.13,
        "critPathLaunchType": "input port",
        "end_kind": "register",
        "rr_startpoint": "row_counter[3]",
        "worstReg2RegEnd": "addr_holder[31]",
        "worstPathMaxFanout": 40,
        "critPathMaxStageDelay_ns": 0.68,
        "cp_slowest_cell": "xnor2_1",
        "cp_data_arrival_time_ns": 15.88,
        "worstPathRequired_ns": 26.24,
        "crit_top_cell": "fa_1",
        "reg2regPathDepth": 36,
    },
    "clock_network": {
        "cts_resized": 0,
        "clock-root-buffer": "clkbuf_16",
        "cts_max_level": 4,
        "cts_tree": "yes",
        "cts_hold_buf": 0,
        "cts_made_buffers": 17,
        "clock_latency_ns": 0.49,
        "cts_setup_buffers": 0,
        "clk_transition_reported_paths_ns": 0.08,
        "clockBufferDepth": 2,
        "cts.sinks": 178,
    },
    "sta": {
        "hold_violations": 0,
        "period_needed_ns": 15.55,
        "tns_ns": 0,
        "min_period_over_period_pct": 60.0,
        "finalSetupViolations": 0,
        "fmax_ghz": 0.0643,
        "rsz0062_at_grt": "no",
        "drv_slew": 0,
        "relSlewSlack_pct": 38.2,
        "setup_ws_ns": 10.35,
        "worst_slew_pin_slew_ns": 0.920,
        "clock_skew_ns": 0.0160,
    },
    "final_layout": {
        "fin_area_um2": 39500,
        "area_growth_pct": 9.68,
        "final_layout_top_logic_cell": "inv_1",
        "drive_gt1_share_pct": 4.44,
        "finalNonFillerCells": 5787,
        "post-route-util_pct": 33.3,
        "final_layout_top_logic_cells": "688 x inv_1, 522 x nand2_1, 518 x fa_1, 357 x ha_1, 230 x and2_1",
    },
    "routing": {
        "postRouteAntennaNets": 0,
        "via_per_inst": 4.84,
        "drc_errors": 0,
        "vias": 27999,
        "diodes": 0,
        "drt_first_pass_iters": 5,
        "wl_um": 101000,
        "first_iter_violations": 1282,
        "routedWlPerCell_um": 17.5,
    },
    "worst_hold_path": {
        "hp-class": "register to register",
        "hp-start": "base_addr_out[30]",
        "hold_end": "base_addr_out[30]",
        "hold_path_depth": 1,
    },
    "job": {
        "maxCapViolCount": 0,
        "warning_count": 40,
    },
    "floorplanning": {
        "placeableCoreArea_um2": 118000,
        "pin_count": 240,
        "dieWidth_um": 348,
        "fp_util_pct": 30.4,
        "rows": 126,
        "die_y_um": 348,
        "die_area_um2": 121000,
    },
    "outcome": {
        "status": "finished, final reports clean",
    },
    "power": {
        "ir_worst_vdd_mv": 0.0595,
        "powerDensity_nw_per_um2": 39.7,
        "p_leak_nw": 18.9,
    },
}
==> registers in the layout, summed over array words and instances, names as in the netlist, 2 cells and up <==
signal,flops
row_counter,16
pixel_x,4
addr_holder,32
pixel_y,4
curr_base_addr,32
col_counter,16
frame_count,2
base_addr_out,32
write_addr,32
state,4
==> Yosys cell counts (6+ instances only) <==
library cell  number  area share [%]
nor3_1            50            0.70
clkinv_1           8           0.083
a31oi_1           17            0.30
o21ai_0          127             1.8
nand3_1           34            0.47
mux2i_1           50             1.4
and3_1            23            0.40
and2_1           230             4.0
xor2_1            64             1.6
a211oi_1          28            0.58
a211o_1            6            0.15
ha_1             357              12
clkbuf_1         143             1.5
fa_1             518              29
mux2_2            44             1.4
a311oi_1          10            0.24
buf_2             11            0.15
a21o_1            61             1.3
o21a_1            53             1.1
nand4_1           17            0.30
o41ai_1            6            0.15
xnor2_1          137             3.3
or3_1             21            0.37
or2_2              9            0.16
o31ai_1           21            0.44
nor2b_1           37            0.64
dfrtp_1          177              12
a21oi_1          166             2.3
o22ai_1           23            0.40
buf_1             14            0.15
nor2_1           185             1.9
o21bai_1          19            0.40
o21ai_1           26            0.36
inv_1            688             7.2
o211ai_1          27            0.56
a2bb2oi_1          7            0.17
nand2b_1          34            0.59
nand2_1          524             5.5
nor4_1             8            0.14
buf_4             77             1.6
==> cell families (layout without fill, tap and decap cells) <==
logic type | after synthesis | after routing | synth area share, %
adders and majority gates | 875 | 875 | 41.3
muxes | 95 | 95 | 2.80
buffers and inverters | 943 | 937 | 10.7
DFF | 178 | 178 | 12.4
AOI/OAI and AO/OA | 657 | 657 | 11.8
other | 2 | 39 | 0.0209
and+or+nand+nor | 1204 | 1204 | 16.0
xor gates and xnor gates | 202 | 202 | 4.96
==> report_power, final <==
group          internal [mW]  leakage (nW)  total, mW  switching (mW)
Sequential             0.328          2.36      0.368          0.0405
Combinational          0.390          16.3      0.900           0.510
Clock                  0.158         0.317      0.298           0.140
Total                  0.876          18.9       1.57           0.691
==> critical path, delay by kind of cell <==
family          cells  cell delay, ns
fa+ha+maj          11            5.14
simple gates        4            0.88
mux                 1            0.27
compound gates      9            1.96
buf+inv            11            1.77
xor+xnor            1            0.68
==> layer usage <==
metal  vias to the layer above  wire length [um]
li1                      13236                 -
met1                     13733             44300
met5                         -                26
met2                       920             45400
met4                         4              1740
met3                       106              9850
==> how the worst max path moves through the flow <==
stage	start	end	slack, ns	depth (start not counted)
4_1_cts	frame_width[12]	addr_holder[31]	10.33	37
5_1_grt	frame_width[9]	addr_holder[31]	9.74	35
6_report	frame_width[9]	addr_holder[31]	10.35	37
==> through the flow <==
stage,total power [mW],hold WS [ns]
floorplan,0.967,0.456
global route,1.71,0.532
finish,1.57,0.507
detailed placement,1.25,0.497
global placement,1.26,0.496
CTS,1.58,0.514
==> cell type report <==
type | count | area (um2)
clock inverters | 15 | 234
multi-input cells | 3072 | 27800
inverters | 696 | 2610
fillers | 12114 | 78900
well taps | 1600 | 2000
flip-flops and latches | 178 | 4460
repair buffers | 209 | 1920
clock buffers | 17 | 425
Power figures rest on the tool's default switching activity, not on a simulated workload.
